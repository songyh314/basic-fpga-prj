$ cat flow/design.v
module mult_cell #(
    parameter MULTLEN_1 = 4,
    parameter MULTLEN_2 = 4
) (
    input                                    clk,
    input                                    rst_n,
    input                                    en,
    input      [MULTLEN_1 + MULTLEN_2 - 1:0] mult_1_i,    
    input      [            MULTLEN_2 - 1:0] mult_2_i,    
    input      [MULTLEN_1 + MULTLEN_2 - 1:0] mult_acci,
    output reg [MULTLEN_1 + MULTLEN_2 - 1:0] mult_1_o,
    output reg [MULTLEN_1 + MULTLEN_2 - 1:0] mult_2_o,
    output reg [MULTLEN_1 + MULTLEN_2 - 1:0] mult_acco,
    output reg                               rdy
);
  reg [MULTLEN_1 + MULTLEN_2 - 1:0] mult_acco_t;
  always @(*) begin
    mult_acco_t = mult_acci + mult_1_i;
  end
  always @(posedge clk or negedge rst_n) begin
    if (!rst_n) begin
      mult_1_o  <= 'd0;
      mult_2_o  <= 'd0;
      mult_acco <= 'd0;
      rdy       <= 0;
    end else if (en) begin
      mult_1_o <= mult_1_i << 1;
      mult_2_o <= mult_2_i >> 1;
      rdy      <= 1;
      if (mult_2_i[0]) begin
        mult_acco <= mult_acco_t;
      end else mult_acco <= mult_acci;
    end else begin
      mult_1_o  <= 'd0;
      mult_2_o  <= 'd0;
      mult_acco <= 'd0;
      rdy       <= 0;
    end
  end
endmodule
module mult_line #(
    parameter MULTLEN_1 = 8,   
    parameter MULTLEN_2 = 8    
) (
    input                                clk,
    input                                rst_n,
    input                                rdy,
    input  [              MULTLEN_1-1:0] mult_1,
    input  [              MULTLEN_2-1:0] mult_2,
    output [MULTLEN_1 + MULTLEN_2 - 1:0] dout,
    output                               valid
);
  wire [MULTLEN_1 + MULTLEN_2 - 1:0] mult1_t   [MULTLEN_2-1:0];
  wire [            MULTLEN_2 - 1:0] mult2_t   [MULTLEN_2-1:0];
  wire [MULTLEN_1 + MULTLEN_2 - 1:0] mult_acc_t[MULTLEN_2-1:0];
  wire [            MULTLEN_2 - 1:0] rdy_t;
  mult_cell #(
      .MULTLEN_1(MULTLEN_1),
      .MULTLEN_2(MULTLEN_2)
  ) mult_cell_dut (
      .clk      (clk),
      .rst_n    (rst_n),
      .en       (rdy),
      .mult_1_i ({{(MULTLEN_2) {1'b0}}, mult_1}),
      .mult_2_i (mult_2),
      .mult_acci({(MULTLEN_1 + MULTLEN_2) {1'b0}}),
      .mult_1_o (mult1_t[0]),
      .mult_2_o (mult2_t[0]),
      .mult_acco(mult_acc_t[0]),
      .rdy      (rdy_t[0])
  );
  genvar i;
  generate
    for (i = 1 ; i < MULTLEN_2; i = i + 1) begin : MULT_STEP
      mult_cell #(
          .MULTLEN_1(MULTLEN_1),
          .MULTLEN_2(MULTLEN_2)
      ) mult_cell_step (
          .clk      (clk),
          .rst_n    (rst_n),
          .en       (rdy_t[i-1]),
          .mult_1_i (mult1_t[i-1]),
          .mult_2_i (mult2_t[i-1]),
          .mult_acci(mult_acc_t[i-1]),
          .mult_1_o (mult1_t[i]),
          .mult_2_o (mult2_t[i]),
          .mult_acco(mult_acc_t[i]),
          .rdy      (rdy_t[i])
      );
    end
  endgenerate
  assign valid = rdy_t[MULTLEN_2-1];
  assign dout  = mult_acc_t[MULTLEN_2-1];
endmodule
$ cat flow/config.mk
export PLATFORM = sky130hd
export DESIGN_NAME = mult_line
export DESIGN_NICKNAME = mult_line
export VERILOG_FILES = /design/flow/design.v
export SDC_FILE = /design/flow/constraint.sdc
export NUM_CORES = 4
export LEC_CHECK = 1
export CORE_UTILIZATION = 50
$ cat flow/run.sh
#!/bin/bash
# OpenROAD 26Q1-2900-gdf79404cd8, Yosys 0.63+post, stock flow scripts
make -C /OpenROAD-flow-scripts/flow DESIGN_CONFIG=/design/flow/config.mk WORK_HOME=/design/flow/orfs finish
$ cat flow/constraint.sdc
current_design mult_line

set clk_period 5.2
set clk_io_pct 0.2

create_clock -name clk0 -period $clk_period [get_ports {clk}]

set non_clock_inputs [all_inputs -no_clocks]
set_input_delay [expr $clk_period * $clk_io_pct] -clock clk0 $non_clock_inputs
set_output_delay [expr $clk_period * $clk_io_pct] -clock clk0 [all_outputs]
==> impl_metrics.yaml <==
# physical design summary
routing:
  drt_iter0_markers: 232
  via_count: 5191
  dr.pass1.iters: 4
  totalWireLength_um: 13900
  wl_per_cell_um: 13.8
  vias_per_cell: 5.15
  diodes: 0
  ant_nets: 0
  drc: 0
worst_setup_path:
  critical_path.cell_chain: "clkdlybuf4s50_1"
  startpoint: "MULT_STEP[7].mult_cell_step.mult_acco[15]$_DFF_PN0_"
  cp_num_buf_inv: 1
  crit_type: "register to output pin"
  r2r_start: "mult_cell_dut.mult_acco[1]$_DFF_PN0_"
  cpPeakStageDelay_ns: 0.46
  crit_slowest_cell: "clkdlybuf4s50_1"
  arrival_ns: 1.20
  end_kind: "output pin"
  start_kind: "register"
  critPathRequiredTime_ns: 4.16
  path_max_fanout: 1
  critical-path-top-delay-family: "buffers and inverters"
cts:
  postCtsSetupRepairBufs: 0
  post_cts_resize_count: 0
  cts-buffers-inserted: 17
  clk_pin_slew_ns: 0.07
  cts_hold_buf: 0
  clock_latency_ns: 0.42
  clk_path_buf_depth: 2
  cts_root_buf: "clkbuf_16"
  cts_sinks: 191
  cts_tree: "built"
  htree_levels: 4
worst_hold_path:
  hold_path_class: "register to register"
  hp-start: "MULT_STEP[5].mult_cell_step.mult_acco[2]$_DFF_PN0_"
global_route:
  grt_util_all_layers_pct: 18.0
  grt_pass1_wl_um: 24500
  grt-ovfl-total: 0
  grt_pass1_vias: 5376
  grt_start_max_net_pins: 94
  antenna_found_initial: 0
die:
  fp_util_pct: 51.5
  dieArea_mm2: 0.0177
  rows: 47
  die_h_um: 133
  coreArea_mm2: 0.0166
  ios: 36
  die_w_um: 133
finish:
  area_growth_pct: 13.3
  fillCellCount: 1292
  lay_top_count: "dfrtp_1"
  layout_top_cells: "dfrtp_1 (191), and2_1 (114), nor2_1 (56)"
  drive_above_1_share_pct: 4.96
synthesis:
  netlist_area_mm2: 0.00857
  edf_count: 0
  ys_warn_count: 2
  flop_cell: "dfrtp_1"
  synth.top_cell.area_share_pct: 55.8
  yosysUniqueCellTypes: 38
  yosysCellCount: 740
  topCellsByArea: "dfrtp_1 (56%), and2_1 (8.3%), ha_1 (8.0%)"
  syn_avg_cell_area_um2: 11.6
  postSynthSeqShare_pct: 55.8
  yosys_area_mm2: 0.00857
  yosys.area.top_type: "dfrtp_1"
  synth_flops: 191
  synthArstFlopShare_pct: 100
  synthCells: 740
timing:
  setup_viol: 0
  fmax_mhz: 446
  timing.final.ws_setup_ns: 2.96
  slew_violations: 0
  fin_crit_ns: 2.24
  worst_pin_slew_ns: 0.697
  relSlewSlack_pct: 53.5
  finalHoldViolCount: 0
  finalCritPeriodShare_pct: 43.2
  tns_ns: 0
  rsz0062_at_grt: "no"
  fin_worst_skew_ns: 0.0121
power_and_ir_drop:
  power_density_mw_per_mm2: 301
  p_leak_nw: 4.83
  vdd_ir_drop_max_mv: 0.224
placed_design:
  gp_congestion: 0.881
  dp_slack_ns: 2.88
  io_buffer_count: 35
  post-dp-hpwl_um: 10000
job:
  warnings: 25
  maxCapViolCount: 0
run_status:
  outcome: "finished, final reports clean"
metal layers:
metal  GRT usage [%]  up-vias  routed length, um
met5               0        -                  0
met4            4.34        0                373
met3            3.20       25                376
met2            32.6       84               7510
met1            22.8     2471               5600
li1                -     2611                  -
final timing paths:
path / endpoint / slack, ns / depth (start not counted)
max: dout[15] / 2.96 / 1
min: MULT_STEP[6].mult_cell_step.mult_acco[2]$_DFF_PN0_ / 0.45 / 1
max reg2reg: MULT_STEP[1].mult_cell_step.mult_acco[7]$_DFF_PN0_ / 3.08 / 8
min reg2reg: MULT_STEP[6].mult_cell_step.mult_acco[2]$_DFF_PN0_ / 0.45 / 1
max in group asynchronous: MULT_STEP[1].mult_cell_step.rdy$_DFF_PN0_ / 3.40 / 2
min in group asynchronous: MULT_STEP[7].mult_cell_step.mult_acco[3]$_DFF_PN0_ / 0.67 / 1
power by group:
group	internal (mW)	leakage, nW	switching [mW]
sequential	1.51	2.61	0.0329
clock	0.681	0.282	0.573
combinational	0.0526	1.94	0.0695
synthesized netlist by cell type, types with 14 or more instances:
master	count
a21oi_1	29
and2_1	114
and3_1	18
clkbuf_1	17
dfrtp_1	191
ha_1	55
inv_1	32
mux2i_1	33
nand2_1	20
nor2_1	56
nor2b_1	17
o21a_1	17
o21ai_0	27
xnor2_1	14
layout make-up:
type                            instances  area (um^2)  share of cell area, %
Multi-Input combinational cell        495         3580                   36.9
Inverter                               32          120                   1.24
Clock inverter                         13          148                   1.52
Tap cell                              220          275                   2.84
Clock buffer                           19          433                   4.46
Timing Repair Buffer                   37          369                   3.80
Sequential cell                       191         4780                   49.3
registers in the layout, summed over array words and instances, names as in the netlist:
register / count
MULT_STEP.mult_cell_step.mult_acco: 91
MULT_STEP.mult_cell_step.mult_1_o: 48
MULT_STEP.mult_cell_step.mult_2_o: 21
mult_cell_dut.mult_1_o: 8
mult_cell_dut.mult_acco: 8
MULT_STEP.mult_cell_step.rdy: 7
mult_cell_dut.mult_2_o: 7
mult_cell_dut.rdy: 1
logic make-up after synthesis:
kind of cell               count (synthesis)  synth area share (%)
xor gates and xnor gates                  15                  1.53
and+or+nand+nor                          257                  16.5
AOI/OAI and AO/OA                        128                  10.2
muxes                                     33                  3.86
buffers and inverters                     54                  2.44
DFF                                      191                  55.8
adders and majority gates                 62                  9.67
stage by stage:
stage	util [%]	hold slack, ns	instances	total power, mW	area [um^2]
after global placement	54.8	0.436	975	1.70	9120
final	58.3	0.453	1007	2.92	9700
after global routing	58.3	0.465	1007	3.06	9700
after CTS	58.3	0.453	1007	2.96	9700
after floorplan	-	0.417	740	1.63	8570
after detailed placement	54.8	0.439	975	1.70	9120
Power figures rest on the tool's default switching activity, not on a simulated workload.
